`flow/design.v`:
```
module freq_div(
  clk_out,  
  clk_ctl,  
  clk,  
  rst_n  
  ); 
  output reg clk_out;  
  output reg [1:0] clk_ctl;  
  input clk;  
  input rst_n;  
  reg [14:0] cnt_l;  
  reg [6:0] cnt_h;  
  reg [25-1:0] cnt_tmp;  
  always @(clk_out or cnt_h or clk_ctl or cnt_l)
    cnt_tmp = {clk_out,cnt_h,clk_ctl,cnt_l} + 1'b1;
  always @(posedge clk or negedge rst_n)
    if (~rst_n) {clk_out, cnt_h, clk_ctl, cnt_l}<=25'd0;
    else {clk_out,cnt_h, clk_ctl, cnt_l}<=cnt_tmp;
endmodule
```
`flow/run.sh`:
```
#!/bin/bash
# OpenROAD 26Q1-2900-gdf79404cd8, Yosys 0.63+post, stock flow scripts
make -C /OpenROAD-flow-scripts/flow DESIGN_CONFIG=/design/flow/config.mk WORK_HOME=/design/flow/orfs finish
```
`flow/config.mk`:
```
export PLATFORM = sky130hd
export DESIGN_NAME = freq_div
export DESIGN_NICKNAME = freq_div
export VERILOG_FILES = /design/flow/design.v
export SDC_FILE = /design/flow/constraint.sdc
export NUM_CORES = 4
export LEC_CHECK = 1
export CORE_AREA = 10 10 96 96
export DIE_AREA = 0 0 106 106
```
`flow/constraint.sdc`:
```
current_design freq_div

set clk_period 3.5
set clk_io_pct 0.2

create_clock -name clk0 -period $clk_period [get_ports {clk}]

set non_clock_inputs [all_inputs -no_clocks]
set_input_delay [expr $clk_period * $clk_io_pct] -clock clk0 $non_clock_inputs
set_output_delay [expr $clk_period * $clk_io_pct] -clock clk0 [all_outputs]
```
==> impl_metrics.json <==
{
  "status": "finished clean",
  "leakage_nw": 0.625,
  "slew_headroom_pct": 75.6,
  "edf_count": 0,
  "syn_area_per_cell_sq_um": 13.0,
  "dr.pass1.iters": 2,
  "num_vias": 623,
  "drt-total-wl_microns": 1630,
  "synth-async-reset-ratio_pct": 100,
  "insertedDiodeCount": 0,
  "die_y_microns": 106,
  "largest_area_cell": "dfrtp_1",
  "grt_pass1_wl_microns": 2990,
  "wl_per_cell_microns": 8.45,
  "fin_crit_ps": 1880,
  "top_cells_by_count": "dfrtp_1 (25), xnor2_1 (15), nand3_1 (9), xor2_1 (8), and3_1 (5)",
  "cts_buffers": 3,
  "track_usage_pct": 3.04,
  "dp_slack_ps": 1900,
  "rows": 31,
  "synth_flops": 25,
  "grt_max_degree": 26,
  "die_w_microns": 106,
  "clock_latency_ps": 260,
  "postCtsHoldBufs": 0,
  "finalClockPeriodUsage_pct": 53.6,
  "path_cells": "clkdlybuf4s50_1",
  "critPathArrivalTime_ps": 1180,
  "gr-total-overflow": 0,
  "yosysWarnings": 1,
  "grt_setup_unrepaired": "no",
  "cts_tree": "done",
  "cap_violations": 0,
  "yosys_most_used_dff": "dfrtp_1",
  "finalMaxSlewViolations": 0,
  "hpwl_microns": 1170,
  "cp_top_family": "buffers and inverters",
  "crit_fanout": 6,
  "core_area_sq_mm": 0.00721,
  "gp_congestion": 0.707,
  "hp-class": "flop to flop",
  "tightest_slew_ps": 363,
  "top_level_ports": 5,
  "syn2layout_area_growth_pct": 19.6,
  "setup_viol_count_final": 0,
  "critPathKind": "flop to primary output",
  "port-buffer-count": 4,
  "drc": 0,
  "yosysUniqueCellTypes": 15,
  "fill_cells": 806,
  "clock_path_buffers": 2,
  "yosys_cells": 85,
  "synth.cell_area_sq_mm": 0.00111,
  "worst-path-buf-inv": 1,
  "ir_drop_v": 0.000129,
  "ant_nets": 0,
  "top_cells_by_area": "dfrtp_1 (57%), xnor2_1 (12%), xor2_1 (6.3%), nand3_1 (4.1%), nand4_4 (3.8%)",
  "syn_inst": 85,
  "clkTransAtPathRegs_ps": 80,
  "cpPeakStageDelay_ps": 490,
  "warning_count": 25,
  "fin_ws_ps": 1620,
  "yosys_area_sq_mm": 0.00111,
  "required_ps": 2800,
  "fmax_mhz": 533,
  "hold_violations": 0,
  "power.density_mw_per_mm2": 346,
  "grt_pass1_vias": 666,
  "antenna_found_initial": 0,
  "fin_tns_setup_ps": 0,
  "cts.sinks": 25,
  "postSynthSeqShare_pct": 56.6,
  "synth_top_area_share_pct": 56.6,
  "slowest_stage": "clkdlybuf4s50_1",
  "ctsResizeCount": 0,
  "avgViaCountPerCell": 3.23,
  "cp-end-kind": "primary output",
  "drive_above_1_share_pct": 10.6,
  "yosysMostFrequentCell": "dfrtp_1",
  "dieArea_sq_mm": 0.0112,
  "drt-initial-drc-count": 44,
  "cts-root-buf": "clkbuf_8",
  "cts_htree_levels": 1,
  "finClkSkew_ps": 3.72,
  "initial_core_util_pct": 15.3,
  "worst_setup_path_start_kind": "flop",
  "post_cts.repair.setup_buffers": 0
}
==> layout by cell type (no fill, tap or decap), drive strengths merged, types with 4 or more instances in the layout <==
cell	count
nand2	4
dfrtp	25
nand4	6
and3	6
clkdlybuf4s50	4
clkbuf	4
nor2	4
nand3	10
xnor2	15
xor2	8
==> logic make-up (layout without fill, tap and decap cells) <==
| family | count (synthesis) | count (layout) | synth area share, % |
|---|---|---|---|
| xor gates and xnor gates | 23 | 23 | 18.2 |
| adders and majority gates | 1 | 1 | 1.13 |
| buffers and inverters | 2 | 11 | 0.679 |
| DFF | 25 | 25 | 56.6 |
| and+or+nand+nor | 34 | 34 | 23.4 |
==> report_power, final <==
| part | internal, mW | total, mW | switching [mW] |
|---|---|---|---|
| Sequential | 0.288 | 0.288 | 0 |
| Clock | 0.0810 | 0.162 | 0.0813 |
| Combinational | 0.00171 | 0.00712 | 0.00542 |
| Total | 0.371 | 0.458 | 0.0867 |
==> state kept, by name, summed over array words and instances, names as in the netlist <==
| signal | count |
|---|---|
| cnt_h | 7 |
| clk_ctl | 2 |
| cnt_l | 15 |
| clk_out | 1 |
==> worst register-to-register path: cells and delay by family (launching register included) <==
family | cells | cell delay [ps]
flops | 1 | 390
xor+xnor | 1 | 150
simple gates | 3 | 690
fa+ha+maj | 1 | 210
==> path summary, 6_finish.rpt <==
path                       cells after the start                   to                  from  slack [ps]
max                                            1           clk_ctl[0]  clk_ctl[0]$_DFF_PN0_        1620
min                                            1   cnt_h[1]$_DFF_PN0_    cnt_h[1]$_DFF_PN0_         470
max reg2reg                                    5   cnt_h[1]$_DFF_PN0_    cnt_l[0]$_DFF_PN0_        1950
min reg2reg                                    1   cnt_h[1]$_DFF_PN0_    cnt_h[1]$_DFF_PN0_         470
max in group asynchronous                      2   cnt_h[6]$_DFF_PN0_                 rst_n        2460
min in group asynchronous                      2  cnt_l[11]$_DFF_PN0_                 rst_n         790
==> metal layers <==
| layer | vias to the layer above | track usage (%) | part of all wire [%] |
|---|---|---|---|
| li1 | 312 | - | - |
| met1 | 306 | 4.10 | 49 |
| met2 | 3 | 5.04 | 47 |
| met3 | 2 | 0.245 | 1.2 |
| met4 | 0 | 1.06 | 3.4 |
| met5 | - | 0 | 0 |
==> layout make-up <==
type	count	area (sq um)	area share, %
multi-input cells	58	473	35.8
clock buffers	4	45.0	3.41
repair buffers	5	47.5	3.60
flip-flops and latches	25	626	47.3
inverters	2	7.51	0.568
well taps	99	124	9.37
==> stage by stage <==
step	cell area, sq um	power [mW]	util, %	hold WS [ps]	instances
6_report	1320	0.458	18.3	469	193
5_1_grt	1320	0.475	18.3	491	193
4_1_cts	1320	0.467	18.3	475	193
3_5_place_dp	1280	0.302	17.7	460	189
3_3_place_gp	1280	0.302	17.7	457	189
2_1_floorplan	1110	0.294	-	404	85
Power figures rest on the tool's default switching activity, not on a simulated workload.
