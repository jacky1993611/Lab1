==> /design/flow/design.v <==
module bcd2ftsegdec(
	display,  
	bcd  
	);
	output [14:0] display;  
	input [3:0] bcd;  
	reg [14:0] display;  
	always @(bcd)
		case (bcd)
			4'd0: display = 15'b0000_0011_1111_111;  
			4'd1: display = 15'b1111_1111_1011_011;  
			4'd2: display = 15'b0010_0100_1111_111;  
			4'd3: display = 15'b0000_1100_1111_111;  
			4'd4: display = 15'b1001_1000_1111_111;  
			4'd5: display = 15'b0100_1000_1111_111;  
			4'd6: display = 15'b0100_0000_1111_111;  
			4'd7: display = 15'b0001_1111_1111_111;  
			4'd8: display = 15'b0000_0000_1111_111;  
			4'd9: display = 15'b0000_1000_1111_111;  
			default: display = 15'b1111_1111_1111_111;  
		endcase
endmodule
==> /design/flow/run.sh <==
#!/bin/bash
# OpenROAD 26Q1-2900-gdf79404cd8, Yosys 0.63+post, stock flow scripts
make -C /OpenROAD-flow-scripts/flow DESIGN_CONFIG=/design/flow/config.mk WORK_HOME=/design/flow/orfs finish
==> /design/flow/config.mk <==
export PLATFORM = sky130hd
export DESIGN_NAME = bcd2ftsegdec
export DESIGN_NICKNAME = bcd2ftsegdec
export VERILOG_FILES = /design/flow/design.v
export SDC_FILE = /design/flow/constraint.sdc
export NUM_CORES = 4
export LEC_CHECK = 1
export CORE_AREA = 10 10 70 70
export DIE_AREA = 0 0 80 80
==> /design/flow/constraint.sdc <==
current_design bcd2ftsegdec

set clk_period 1.7
set clk_io_pct 0.2

create_clock -name clk0 -period $clk_period

set non_clock_inputs [all_inputs -no_clocks]
set_input_delay [expr $clk_period * $clk_io_pct] -clock clk0 $non_clock_inputs
set_output_delay [expr $clk_period * $clk_io_pct] -clock clk0 [all_outputs]
==> impl_metrics.py <==
# Metrics from the implementation run
metrics = {
    "grt": {
        "grt_remaining_overflow": 0,
        "grt_pass1_wl_um": 1350,
        "via_count_of_the_first_global_routing_pass": 283,
        "groute.usage.overall": 0.0252,
        "pin_count_of_the_biggest_net_entering_global_routing": 10,
        "grt_antenna_before_repair": 0,
    },
    "synth": {
        "xor_area_frac": 0.0304,
        "complex_gate_fraction_of_the_synthesized_area": 0.217,
        "syn_avg_cell_area_um2": 7.99,
        "post_synth_mux_area_share": 0.0696,
        "yosys-dominant-comb-family": "adder cells",
        "synth-seq-area-share": 0,
        "number_of_instances_in_the_synthesized_netlist": 36,
        "synthesis.area_um2": 288,
        "ys_cells": 36,
        "synth_adder_area_share": 0.261,
        "synth.lib_cells_used.distinct": 18,
        "synth_simple_gate_area_share": 0.161,
        "yosysChipArea_um2": 288,
        "count_of_synthesis_stage_warnings_from_yosys": 1,
    },
    "placed_design": {
        "placement.setup.worst_slack_ns": -0.570,
        "port-buffer-count": 14,
        "postPlaceCellArea_um2": 482,
        "post-place-cells": 98,
        "place_hpwl_um": 699,
        "globalplace.congestion": 0.828,
    },
    "cells_and_area": {
        "finalNonFillerCells": 103,
        "final_layout_size_suffix_gt1_frac": 0.421,
        "register_area_um2": 0,
        "clockBufferCount": 0,
        "fillers": 386,
        "flop-count": 0,
        "flow.area_growth_from_synthesis_pct": 101,
        "final_cell_area_um2": 578,
    },
    "critical_path": {
        "critical_path_required_ns": 1.36,
        "delay_heaviest_family_cp": "buffers and inverters",
        "timing.critical_path.from_type": "input port",
        "crit_top_cell": "sky130_fd_sc_hd__buf_6",
        "critical_path_peak_fanout": 4,
        "critical_path_class": "input port to output pin",
        "kind_of_end_point_of_the_critical_path": "output pin",
        "worstPathArrival_ns": 1.30,
        "critical_path.n_buffers_inverters": 4,
        "critical_path.cell_chain": "buf_6, buf_6, buf_4, ha_2, o22a_1, dlygate4sd2_1",
        "crit_path_max_incr_delay_ns": 0.25,
        "master_of_the_slowest_instance_on_the_critical_path": "sky130_fd_sc_hd__dlygate4sd2_1",
    },
    "sta": {
        "setup_tns_ns": 0,
        "max_freq_mhz": 609,
        "period_minus_slack_ns": 1.64,
        "fin_worst_hold_slack_ns": 1.15,
        "setup_repair_after_global_routing_missed_its_margin": "yes",
        "hold_viol_final": 0,
        "setup_viol": 0,
        "drv_slew": 0,
        "setup_slack_ns": 0.0580,
        "final_period_utilization": 0.966,
    },
    "pwr": {
        "irDropWorstVdd_mv": 0.0369,
        "power_leakage_uw": 0.000258,
        "p_per_area_mw_per_mm2": 215,
    },
    "floorplanning": {
        "design.core.area_mm2": 0.00342,
        "io_pins": 19,
        "dieHeight_um": 80,
        "floorplan.die_area_mm2": 0.00640,
        "fp.dieW_um": 80,
        "fp-row-count": 21,
        "floorplan.initialDensity": 0.0842,
    },
    "run_status": {
        "outcome": "finished clean",
    },
    "hold_path": {
        "hold_class": "input port to output pin",
        "worstHoldPathCells": 4,
        "worst_hold_startpoint": "bcd[3]",
        "worstHoldEndpoint": "display[5]",
    },
    "routing": {
        "avgRoutedWirePerCell_um": 8.60,
        "num_vias": 284,
        "final_antenna_net_count": 0,
        "drt-total-wl_um": 886,
        "number_of_drc_violations_after_detailed_routing_iteration_0": 12,
        "post_drt_via_cell_ratio": 2.76,
        "first_pass_iters": 4,
        "insertedDiodeCount": 0,
        "drc": 0,
    },
    "job": {
        "warnings": 38,
        "timing.max_cap.violations": 0,
    },
}
## metrics by stage
| step | total power, uW | util |
|---|---|---|
| after floorplan | 50.4 | - |
| after global placement | 108 | 0.141 |
| after detailed placement | 108 | 0.141 |
| after CTS | 115 | 0.156 |
| after global routing | 140 | 0.169 |
| final | 124 | 0.169 |
## placed cells by master, fill, tap and decap left out, types with 2 or more instances in the layout
cell	instances
sky130_fd_sc_hd__buf_4	8
sky130_fd_sc_hd__ha_1	3
sky130_fd_sc_hd__nand2_1	3
sky130_fd_sc_hd__buf_6	4
sky130_fd_sc_hd__ha_4	2
sky130_fd_sc_hd__dlygate4sd2_1	4
sky130_fd_sc_hd__conb_1	5
sky130_fd_sc_hd__o21a_1	2
sky130_fd_sc_hd__clkdlybuf4s15_1	3
sky130_fd_sc_hd__o22a_1	2
sky130_fd_sc_hd__mux2i_1	2
sky130_fd_sc_hd__clkdlybuf4s50_1	2
## repair_timing
action / CTS / global route
endpoints found under the hold margin: 0 / 0
resized: 35 / 8
hold buffers: 0 / 0
pin swaps: 5 / 0
setup endpoints to repair: 10 / 6
setup buffers: 4 / 1
## Yosys cell counts, drive strengths merged
library cell	count	area share
buf	8	0.22
ha	6	0.26
nand2	3	0.039
inv	2	0.026
mux2i	2	0.070
nand2b	2	0.070
nor2	2	0.026
o21a	2	0.052
o22a	2	0.061
a21boi	1	0.039
a21oi	1	0.017
a2bb2oi	1	0.030
and2b	1	0.026
conb	1	0.013
o21ai	1	0.017
xnor2	1	0.030
## routing by layer
metal,share of wire,up-vias,track usage
met1,0.46,121,0.0297
met5,0,-,0
li1,-,150,-
met3,0.16,0,0.0170
met2,0.38,13,0.0393
met4,0,0,0
## kinds of logic after synthesis
kind of cell               Yosys count
buffers and inverters               10
and+or+nand+nor                      8
muxes                                2
other                                1
adders and majority gates            6
xor gates and xnor gates             1
AOI/OAI and AO/OA                    8
## how the worst max path moves through the flow
stage | startpoint | to | slack [ns] | cells after the start
5_1_grt | bcd[0] | display[7] | -0.003 | 6
6_report | bcd[0] | display[7] | 0.06 | 6
4_1_cts | bcd[1] | display[2] | 0.004 | 6
## layout make-up
cell class                 count  area [um^2]  share of cell area
inverter                       2         12.5              0.0216
timing repair buffer          25          239               0.413
tap                           46         57.6              0.0996
multi-input combinational     30          269               0.465
## power by group
group          switching [uW]  internal [uW]  leakage [uW]
registers                   0              0             0
clock network               0              0             0
logic                    45.6           78.8      0.000258
total                    45.6           78.8      0.000258
No activity file was given, so power comes from the tool's default toggle rates.
